## design.v

```verilog
`timescale 1ns / 1ps
module address_reg15(
    input [15:0]first,
    input rst,
    input clk,
    input [15:0]last,
    output reg [15:0]out
    );
	 always@(posedge clk)begin
		if(rst)out<=first;
	 else if(out==last)out<=first;
	 else out<=out+1'b1;
	 end
endmodule
```

## run.sh

```bash
#!/bin/bash
# OpenROAD 26Q1-2900-gdf79404cd8, Yosys 0.63+post, stock flow scripts
make -C /OpenROAD-flow-scripts/flow DESIGN_CONFIG=/design/flow/config.mk WORK_HOME=/design/flow/orfs finish
```

## config.mk

```make
export PLATFORM = sky130hd
export DESIGN_NAME = address_reg15
export DESIGN_NICKNAME = address_reg15
export VERILOG_FILES = /design/flow/design.v
export SDC_FILE = /design/flow/constraint.sdc
export NUM_CORES = 4
export LEC_CHECK = 1
export CORE_AREA = 10 10 83 83
export DIE_AREA = 0 0 93 93
```

## constraint.sdc

```tcl
current_design address_reg15

set clk_period 3.3
set clk_io_pct 0.2

create_clock -name clk0 -period $clk_period [get_ports {clk}]

set non_clock_inputs [all_inputs -no_clocks]
set_input_delay [expr $clk_period * $clk_io_pct] -clock clk0 $non_clock_inputs
set_output_delay [expr $clk_period * $clk_io_pct] -clock clk0 [all_outputs]
```

==> reports/results.tsv <==
metric	value	unit
pwr_density_cell	370.3	nW/µm²
first_pass_iters	3	
io_buffers	49	
power.switching	0.1747	mW
num_antenna_cells	0	
max-vdd-ir-drop	176.6	µV
placed_area	1584	µm²
synth-area-yosys	1013	µm²
cts_tree	done	
grt_pass1_vias	885	
cp-endpoint	out[2]$_DFF_P_	
ys_sh_adder	1.235	%
setup_ws	930.0	ps
cp.depth	7	
cpMaxStageDelayCell	nor4_2	
numCtsBuffers	3	
reg2reg_slack	1380	ps
cts_resized	0	
grt_max_degree	15	
p_int	0.4271	mW
htreeDepth	1	
drt_iter0_drc	21	
die_area	8649	µm²
via_per_inst	3.804	
ys_sh_mux	4.321	%
min_period	2370	ps
postSynthSeqShare	31.60	%
synth.logic.top_family	XOR/XNOR gates	
wl_per_cell	13.38	µm
status	finished, final reports clean	
reg.largest.list	out x16	
max_slew.worst_pin.slew	575.7	ps
ys.flops	16	
comb_power_share	33.4	%
grt_pass1_wl	4588	µm
ioPinCount	50	
synth_warnings	1	
final_core_util	31.62	%
relSlewSlack	61.50	%
cts_setup_buffers	0	
wirelength	3011	µm
grt_antenna_before_repair	0	
timing.fmax	421.9	MHz
clock_latency	240	ps
setup_viol	0	
synth_cells	103	
ff2ff_path_depth	6	
place_worst_setup_slack	629.8	ps
critPathLaunchType	input port	
sequentialPowerShare	42.7	%
critPathBufInv	2	
p_total	0.6019	mW
grt_usage	6.754	%
top_register	out	
tns	0	ps
gp_congestion	0.7448	
final_cell_area	1625	µm²
crit_required	3430	ps
crit_path_start	last[2]	
drc	0	
crit_fanout	14	
die_width	93	µm
hold_violations	0	
holdBufCountCts	0	
gr-total-overflow	0	
cp_data_arrival_time	2500	ps
cts_sinks	16	
r2r-end	out[2]$_DFF_P_	
worst-setup-path-type	input port to flop	
maxCapViolCount	0	
ys_sh_aoi	13.09	%
avgSynthCellArea	9.840	µm²
warnings	25	
num_vias	856	
area_growth	60.37	%
p_leak	0.5728	nW
largest_reg_flops	16	
ys_types	18	
slew_violations	0	
cp-end-kind	flop	
root_buffer	clkbuf_8	
critPathTopFamily	buffers and inverters	
ant_nets	0	
clkTransAtPathRegs	60	ps
hold-path-cell-count	1	
rows	26	
hold_path.class	flop to flop	
simple_gate_share	20.86	%
core_area	5140	µm²
final_cells	225	
fin_hold_ws	541.6	ps
netlist_area	1013	µm²
critPathMaxStageDelay	430	ps
drive_gt1_share	21.29	%
dpl.hpwl	2525	µm
die_h	93	µm
p_clk_share	24.0	%
crit_chain	clkdlybuf4s50_1, xor2_1, nor4_2, a41oi_4, buf_4, nor2_1, a21oi_2	
ys_cells	103	
fin_skew	3.302	ps
synthXorXnorAreaFrac	25.93	%
dp.cells	222	
rsz0062_at_grt	no	
fp_util	19.72	%
finalClockPeriodUsage	71.82	%
reg2reg_from	out[2]$_DFF_P_	
cts_buffer_depth	2	
switching_share	29.03	%
## layout by cell type (no fill, tap or decap), drive strengths merged, types with 4 or more instances in the layout
master and n:
a21oi 12, clkdlybuf4s50 49, dfxtp 16, nand2 4, nand3 6, nor2 16
nor4 4, xnor2 8, xor2 22
## worst reg2reg max path: cells and delay by family (launching register included)
family / cells / cell delay [ps]
AOI/OAI and AO/OA: 2 / 410
xor gates and xnor gates: 1 / 130
buffers and inverters: 1 / 290
DFF: 1 / 430
and+or+nand+nor: 2 / 550
## worst min path at each step
stage	start	end	slack (ps)
4_1_cts	out[0]$_DFF_P_	out[0]$_DFF_P_	550
5_1_grt	out[0]$_DFF_P_	out[0]$_DFF_P_	580
6_report	out[0]$_DFF_P_	out[0]$_DFF_P_	540
## power by group through the flow
stage	combinational (mW)	clock [mW]	sequential (mW)
finish	0.201	0.144	0.257
global route	0.220	0.160	0.263
CTS	0.207	0.150	0.258
## cells in the mapped netlist
library cell   n  area share (%)
xor2_1        22              19
xnor2_1        8             6.9
nand4_1        2             1.2
mux2_2         3             3.3
inv_1          2            0.74
buf_6          2             2.2
nor2_2         8             4.9
dfxtp_1       16              32
a21oi_2       12              10
nand2_1        4             1.5
a41oi_4        1             2.7
nor4_2         4             4.9
and3_1         1            0.62
and4_1         2             1.7
nand3_1        6             3.0
ha_1           1             1.2
mux2i_1        1            0.99
nor2_1         8             3.0
## kinds of logic (layout without fill, tap and decap cells)
group / count (synthesis) / after routing
AOI/OAI and AO/OA: 13 / 13
xor gates and xnor gates: 30 / 30
adders and majority gates: 1 / 1
buffers and inverters: 4 / 56
DFF: 16 / 16
muxes: 4 / 4
and+or+nand+nor: 35 / 35
## layout make-up
| cell class | count | area, µm² |
|---|---|---|
| Fill cell | 557 | 3515 |
| Multi-Input combinational cell | 83 | 663.1 |
| Timing Repair Buffer | 51 | 505.5 |
| Sequential cell | 16 | 320.3 |
| Tap cell | 70 | 87.58 |
| Clock buffer | 3 | 41.29 |
| Inverter | 2 | 7.507 |
## routing by layer
layer  GRT usage (%)  up-vias  routed length, µm
met4          0.3856        0                 19
met2           10.28       32               1312
met1           8.868      366               1421
met3           3.312        2                258
met5               0        -                  0
li1                -      456                  -
No activity file was given, so power comes from the tool's default toggle rates.
