**/design/flow/design.v**
```verilog
`timescale 1ns / 1ps
module ParameteDivider(clk,rst,oclk);
	 input clk;
    input rst;
	 output reg oclk;
	 reg [20:0]Q;
	 parameter n=50;
	 always @(posedge clk or negedge rst)begin
	 if(!rst) begin
			Q<=0;
			oclk<=0;
			end
	 else if(Q==n-1)begin
			Q<=0;
			oclk<=~oclk;
			end
	 else
			Q<=Q+21'b1;
	 end
endmodule
```
**/design/flow/run.sh**
```bash
#!/bin/bash
# OpenROAD 26Q1-2900-gdf79404cd8, Yosys 0.63+post, stock flow scripts
make -C /OpenROAD-flow-scripts/flow DESIGN_CONFIG=/design/flow/config.mk WORK_HOME=/design/flow/orfs finish
```
**/design/flow/config.mk**
```make
export PLATFORM = sky130hd
export DESIGN_NAME = ParameteDivider
export DESIGN_NICKNAME = ParameteDivider
export VERILOG_FILES = /design/flow/design.v
export SDC_FILE = /design/flow/constraint.sdc
export NUM_CORES = 4
export LEC_CHECK = 1
export CORE_AREA = 10 10 84 84
export DIE_AREA = 0 0 94 94
```
**/design/flow/constraint.sdc**
```tcl
current_design ParameteDivider

set clk_period 3.0
set clk_io_pct 0.2

create_clock -name clk0 -period $clk_period [get_ports {clk}]

set non_clock_inputs [all_inputs -no_clocks]
set_input_delay [expr $clk_period * $clk_io_pct] -clock clk0 $non_clock_inputs
set_output_delay [expr $clk_period * $clk_io_pct] -clock clk0 [all_outputs]
```
==> notes.md <==
Status of the implementation.

- Ranked by total cell area, the synthesized netlist is headed by sky130_fd_sc_hd__dfrtp_1 (54%), sky130_fd_sc_hd__xnor2_1 (11%), sky130_fd_sc_hd__nand4_1 (5.6%), sky130_fd_sc_hd__xor2_1 (5.2%), sky130_fd_sc_hd__nor2_1 (3.3%).
- The filler cell count is 574, for reference.
- The worst setup path is captured at a flop.
- The final timing report counts setup violations totalling 0.
- The per-cell via count in the routed design is 3.93, for reference.
- Summed over its instances, the top area cell type makes up 54.3% of the synthesized netlist area.
- The run finished with clean final reports.
- Entering global routing, the biggest net connects 23 pins.
- The overflow left after global routing is 0, for reference.
- The worst-case max-slew headroom was logged as 56.8%.
- The power share of the clock group is 36.5%, for reference.
- The final-layout setup total negative slack is 0 ns, for reference.
- The transition time recorded at the tightest slew-check pin is 0.642 ns.
- The first global-routing pass estimated 2880 um of wire.
- CTS added clock buffers totalling 3.
- The highest supply drop recorded on VDD is 0.339 mV.
- Total power normalized to cell area comes to 417 nW/um^2.
- In the final report, the number of hold violations comes to 0.
- In the Yosys report, the sequential cells make up 54.3% of the chip area.
- The tally of buffers added on design ports is 2, for reference.
- The synthesized netlist occupies a cell area of 1010 sq um.
- The source of the worst hold timing path is Q[20], for reference.
- The CTS tree is done, for reference.
- The number of setup buffers added after CTS is 0.
- The share of the core filled with cells in the final layout is 22.0%, for reference.
- The launch point of the critical path was reported as Q[0].
- On the final layout, the worst clock skew is 0.00264 ns.
- The critical path arrival is 1.95 ns, for reference.
- The die is 94 um wide.
- In this run the tools logged warnings totalling 26.
- The worst path uses 60.2% of the clock period.
- In this run the number of H-tree levels came out at 1.
- Setup repair after global routing left no endpoint under its margin.
- The routability congestion estimate is 0.766, for reference.
- The max-slew violation count is 0, for reference.
- Static timing analysis puts the maximum clock frequency at 553 MHz.
- The aggregate routed wire length is 1620 um, for reference.
- The average cell area after synthesis is 11.3 sq um, for reference.
- The category of the critical setup timing path is reg2reg, for reference.
- The worst hold slack is 0.494 ns, for reference.
- The y dimension of the die is 94 um, for reference.
- The initial antenna violation count is 0, for reference.
- The number of distinct library cell variants in the gate-level netlist after synthesis is 18, for reference.
- The origin of the critical flop-to-flop path is Q[0], for reference.
- Detailed placement finished with a half-perimeter wire length of 1120 um.
- In this run the worst path has a maximum fanout of 6.
- The biggest area contributor in the post-synthesis netlist is sky130_fd_sc_hd__dfrtp_1.
- The worst-case clock buffer depth is 2, for reference.
- The count of cells in the finished layout, fillers not included, comes to 164.
- The aggregate global-route resource usage is 3.91%, for reference.
- The min-delay analysis places its worst path in the category reg2reg.
- Per the final layout report, the fraction of cells sized above drive strength 1 comes to 5.32%.
- The DRC violation count after routing is 0, for reference.
- The detailed router placed 644 vias in this run.
- The number of placement rows is 26, for reference.
- The overall die size recorded for this design is 8840 sq um.
- Counting tap cells, the placed design contains a total of 161 instances.
- The number of cells in the yosys synthesis report is 90, for reference.
- Clock tree synthesis found a total of 22 sinks.
- The max-cap violation count is 0, for reference.
- The internal power of the cells is 388 uW, for reference.
- Yosys reported a register bit count of 22.
- The data required time at the worst endpoint is 3.15 ns, for reference.
- Warnings reported by Yosys during synthesis add up to 1.
- The post-CTS clock slew at the launch and capture registers of the worst setup and hold paths is 0.07 ns, for reference.
- The quantity of gates resized following cts is 0, for reference.
- The iteration-0 DRC count of the detailed router is 17, for reference.
- STA classifies the critical path startpoint as a flop.
- In the final routed layout, each cell accounts on average for 9.89 um.
- Synthesis produced 90 cells.
- The root buffer cell chosen for the clock tree is sky130_fd_sc_hd__clkbuf_8.
- The relative contribution of combinational cells to total power is 1.5%, for reference.
- The antenna violation net count after detailed routing is 0, for reference.
- The analysis attributes to cell leakage a power of 0.491 nW.
- Of the total power, the share spent switching nets is 19.0%.
- The number of optimization iterations in the first detailed-route pass is 4, for reference.
- The starting density of the core is 19.5%, for reference.
- The clock reaches the later pin of the worst-skew pair after 0.25 ns.
- Buffers inserted to repair hold after CTS numbered 0.
- The synthesis-to-finish area growth is 13.2%, for reference.
- The number of global-route vias before repair is 629, for reference.
- The chip area estimate from yosys synthesis is 1010 sq um, for reference.
- The minimum period implied by the final worst setup slack is 1.81 ns, for reference.
- The switching component of the power is 90.9 uW, for reference.
- The core region is 5200 sq um.
- The final antenna diode count is 0, for reference.
- Of the total power, registers draw 61.9%.
- The number of top-level pins is 3, for reference.
-- flip-flops by register name (all words and copies together) (netlist names) --
name,count
oclk,1
Q,21
-- layer usage --
layer | GRT usage (%) | up-vias | wire [um]
met5 | 0 | - | 0
met4 | 0.886 | 0 | 26
met3 | 1.62 | 4 | 71
met2 | 5.24 | 12 | 664
met1 | 5.69 | 305 | 858
li1 | - | 323 | -
-- power groups by stage --
stage | Combinational, mW | Sequential [mW] | Clock [mW]
CTS | 0.00811 | 0.296 | 0.182
global route | 0.00872 | 0.296 | 0.196
finish | 0.00736 | 0.296 | 0.175
-- layout make-up --
class | count | area (sq um) | area share [%]
Multi-Input combinational cell | 64 | 433 | 37.7
Sequential cell | 22 | 551 | 48.0
Timing Repair Buffer | 3 | 27.5 | 2.40
Tap cell | 70 | 87.6 | 7.63
Inverter | 2 | 7.51 | 0.654
Clock buffer | 3 | 41.3 | 3.60
-- through the flow --
stage | cell area, sq um | setup slack (ns) | power, mW
global placement | 1110 | 1.24 | 0.310
CTS | 1150 | 1.22 | 0.487
finish | 1150 | 1.19 | 0.479
detailed placement | 1110 | 1.19 | 0.310
floorplan | 1010 | 1.37 | 0.302
global route | 1150 | 0.992 | 0.500
-- cell usage in the layout (no fill, tap or decap) --
| cell | n |
|---|---|
| sky130_fd_sc_hd__clkdlybuf4s50_1 | 2 |
| sky130_fd_sc_hd__nand3_1 | 5 |
| sky130_fd_sc_hd__nor4_1 | 4 |
| sky130_fd_sc_hd__ha_1 | 2 |
| sky130_fd_sc_hd__clkbuf_8 | 3 |
| sky130_fd_sc_hd__xor2_2 | 1 |
| sky130_fd_sc_hd__nand4_1 | 9 |
| sky130_fd_sc_hd__or4_1 | 1 |
| sky130_fd_sc_hd__nor4b_1 | 1 |
| sky130_fd_sc_hd__xor2_1 | 6 |
| sky130_fd_sc_hd__and2_1 | 1 |
| sky130_fd_sc_hd__and4_1 | 2 |
| sky130_fd_sc_hd__dfrtp_1 | 22 |
| sky130_fd_sc_hd__and3_1 | 2 |
| sky130_fd_sc_hd__inv_1 | 2 |
| sky130_fd_sc_hd__xnor2_1 | 13 |
| sky130_fd_sc_hd__nor3_1 | 2 |
| sky130_fd_sc_hd__nand2_1 | 6 |
| sky130_fd_sc_hd__nor2_1 | 9 |
| sky130_fd_sc_hd__buf_4 | 1 |
-- cell usage after synthesis --
master	instances
sky130_fd_sc_hd__dfrtp_1	22
sky130_fd_sc_hd__nand2_1	6
sky130_fd_sc_hd__ha_1	2
sky130_fd_sc_hd__or4_1	1
sky130_fd_sc_hd__nor4b_1	1
sky130_fd_sc_hd__nand3_1	5
sky130_fd_sc_hd__nand4_1	9
sky130_fd_sc_hd__and4_1	2
sky130_fd_sc_hd__xor2_1	6
sky130_fd_sc_hd__inv_1	2
sky130_fd_sc_hd__nor4_1	4
sky130_fd_sc_hd__and3_1	2
sky130_fd_sc_hd__xnor2_1	13
sky130_fd_sc_hd__buf_6	2
sky130_fd_sc_hd__nor3_1	2
sky130_fd_sc_hd__and2_1	1
sky130_fd_sc_hd__nor2_1	9
sky130_fd_sc_hd__xor2_2	1
-- worst max-delay path: stages (launching register included) --
cell and delay, ns:
sky130_fd_sc_hd__dfrtp_1 0.43, sky130_fd_sc_hd__ha_1 0.21, sky130_fd_sc_hd__nand3_1 0.16, sky130_fd_sc_hd__nor3_1 0.54, sky130_fd_sc_hd__nand4_1 0.21, sky130_fd_sc_hd__xnor2_1 0.16
-- worst paths after layout --
path / slack (ns) / depth (start not counted) / endpoint
max: 1.19 / 5 / Q[20]
min: 0.49 / 1 / Q[20]
max reg2reg: 1.19 / 5 / Q[20]
min reg2reg: 0.49 / 1 / Q[20]
max in group asynchronous: 2.11 / 2 / Q[9]
min in group asynchronous: 0.68 / 2 / Q[0]
-- kinds of logic (layout without fill, tap and decap cells) --
kind of cell | count (synthesis) | count (layout) | share of synthesized area, %
adder cells (fa/ha/maj) | 2 | 2 | 2.47
AND/OR/NAND/NOR | 42 | 42 | 22.2
buffers and inverters | 4 | 8 | 2.96
XOR/XNOR | 20 | 20 | 18.0
flip-flops | 22 | 22 | 54.3
Power and IR drop assume default switching activity.
