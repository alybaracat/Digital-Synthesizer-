==> /design/flow/design.v <==
`timescale 1ns / 1ps
module controller(
    input clk,
	 input rst,
    output reg [1:0]ld,
    output reg [4:0]first,
    output reg [4:0]second,
    output reg [1:0]sel,
    input [7:0]b
    );
	 wire [7:0]p;
	 wire [7:0]r;	 
	 wire [4:0]BP;
	 assign BP= b[0]+b[1]+b[2]+b[3]+b[4];
	 reg[1:0] state, nextState;
	 parameter [1:0] O=2'b00, F=2'b01, S=2'b10, FS=2'b11;
	 always@(*)begin
	 case(state)
	 O:if(BP==1)nextState=F;
	 else nextState=O;
	 F: if(BP==1)nextState=F;
	 else if(BP==2) nextState=FS;
	 else nextState=O;
	 S: if(BP==1)nextState=S;
	 else if(BP==2) nextState=FS;
	 else nextState=O;
	 FS: if(BP==1)begin
    if(!b[0]) begin
	 if(first==0) nextState=S; 
	 else nextState=F;
	 end	 
	 else if(!b[1]) begin
	 if(first==1) nextState=S; 
	 else nextState=F;
	 end	
	 else if(!b[2]) begin
	 if(first==2) nextState=S; 
	 else nextState=F;
	 end	
	 else if(!b[3]) begin
	 if(first==3) nextState=S; 
	 else nextState=F;
	 end	
	  else  begin
	 if(first==4) nextState=S; 
	 else nextState=F;
	 end	
	 end
	 else nextState=FS;
	 endcase
	 end 
	 always @ (posedge clk or negedge rst) begin
	if(!rst) state <= O;
	else state <= nextState;
	end
	 always@(posedge clk)begin
	 case(state)
	 O: begin first<=-1; second<=-1; sel<=2'b00; ld<=2'b00; end
	 F: begin 
	 second<=-1; 
	 sel<=2'b01;
	 ld<=2'b01;	
	  if(b[0])first<=0;
	  else if(b[1]) first<=1;
	  else if(b[2]) first<=2;
	  else if(b[3]) first<=3;
	  else first<=4;
	  end
	 FS:  begin
	 sel<=2'b11;
    ld<=2'b11;	 
	 if(b[0]) begin if(second==-1)second<=0;
	 else first<=0; end
	  else if(b[1]) begin if(second==-1)second<=1;
	 else first<=1; end
	  else if(b[2]) begin if(second==-1)second<=2;
	 else first<=2; end
	  else if(b[3]) begin if(second==-1)second<=3;
	 else first<=3; end
	 else begin if(second==-1)second<=4;
	else first<=4; end
	  end
	 S: begin first<=-1; 
	 sel<=2'b10;
    ld<=2'b10;
	  if(b[0])second<=0;
	  else if(b[1]) second<=1;
	  else if(b[2]) second<=2;
	  else if(b[3]) second<=3;
	  else second<=4;
	 	 end
	 endcase
	 end
endmodule
==> /design/flow/run.sh <==
#!/bin/bash
# OpenROAD 26Q1-2900-gdf79404cd8, Yosys 0.63+post, stock flow scripts
make -C /OpenROAD-flow-scripts/flow DESIGN_CONFIG=/design/flow/config.mk WORK_HOME=/design/flow/orfs finish
==> /design/flow/config.mk <==
export PLATFORM = sky130hd
export DESIGN_NAME = controller
export DESIGN_NICKNAME = controller
export VERILOG_FILES = /design/flow/design.v
export SDC_FILE = /design/flow/constraint.sdc
export NUM_CORES = 4
export LEC_CHECK = 1
export CORE_AREA = 10 10 92 92
export DIE_AREA = 0 0 102 102
==> /design/flow/constraint.sdc <==
current_design controller

set clk_period 1.8
set clk_io_pct 0.2

create_clock -name clk0 -period $clk_period [get_ports {clk}]

set non_clock_inputs [all_inputs -no_clocks]
set_input_delay [expr $clk_period * $clk_io_pct] -clock clk0 $non_clock_inputs
set_output_delay [expr $clk_period * $clk_io_pct] -clock clk0 [all_outputs]
==> ci_impl_report.md <==
### Metrics collected by this job

| Metric | Value |
|---|---|
| Status | finished, violations left |
| Failing checks | setup timing |
| Fmax | 0.535 GHz |
| GPL Wtd Cong | 0.838 |
| Ant diodes | 0 |
| Main logic family after synthesis | simple AND/OR/NAND/NOR gates |
| Starting DRT DRC Count | 49 |
| Critical path arrival | 2.03 ns |
| Tool warnings | 33 |
| Pre-antenna DRT Iters | 4 |
| Largest net degree at the start of global routing | 11 |
| GRT Resource Usage Total | 3.67% |
| Overall routed net length | 1980 um |
| Chip Area | 10400 um2 |
| Power per cell area | 1170 nW/um2 |
| Slew @ Worst Pin | 0.490 ns |
| Maximum VDD drop | 0.390 mV |
| Detailed Place HPWL | 1640 um |
| Via density | 3.52 |
| Initial Utilization | 12.9% |
| CTS root buffer | clkbuf_8 |
| Io pins | 24 |
| Count of different cell masters after synthesis | 35 |
| Worst hold-check path type | input port to async pin |
| Netlist Area Pre-Place | 836 um2 |
| Num Clock Sinks | 14 |
| Total CTS buffers | 3 |
| Worst hold slack | 0.316 ns |
| CTS tree | yes |
| Syn-to-layout area delta | 51.9% |
| Relative slew slack | 66.9% |
| Final setup vio count | 4 |
| Syn Area/Cell | 10.2 um2 |
| DR vias | 659 |
| Number of core rows | 29 |
| Worst setup EP type | register |
| Static Leak | 0.477 nW |
| Std-Cell Core Area | 6460 um2 |
| Yosys reg bits | 14 |
| Vias in the first global route | 671 |
| Critical Setup Path Class | input port to register |
| Clock transition at path regs | 0.06 ns |
| Worst-Skew Late Latency | 0.24 ns |
| Htree depth | 1 |
| Cells after Synth | 82 |
| Final antenna-violating net count | 0 |
| Crit-path max FO | 3 |
| Ys cells | 82 |
| Area fraction in compound gates | 13.3% |
| Number of hold violations in the final report | 0 |
| MUX share of area | 1.20% |
| Seq/Total Area, Yosys | 45.7% |
| Final Cycle Share | 104% |
| RSZ-0062 raised after global routing | yes |
| DRC Markers | 0 |
| GRT overflow | 0 |
| CTS Buffer Depth | 2 |
| Max-slew violations | 0 |
| Worst setup SP type | input port |
| Width of the die | 102 um |
| Post-layout util | 19.7% |
| Die H | 102 um |
| Chip area in the Yosys report | 836 um2 |
| Max-Cap Viols | 0 |
| Synth Area in Adders | 9.28% |
| Req. time, crit path | 1.96 ns |
| Routed len/inst | 10.6 um |
| Fraction of layout cells with a size suffix above 1 | 28.2% |
| XOR/XNOR Area Share | 0% |
| Post-Synth Simple-Gate Area | 21.6% |
| Hold_buf cts | 0 |
| First-pass GRT wire length | 3090 um |
| Clk_skew | 0.00269 ns |
| Initial antenna violation count | 0 |
| PortBufs | 20 |
| Fin worst setup slack | -0.0691 ns |
| Syn. warnings | 1 |
| Fin crit period | 1.87 ns |
| Final setup TNS | -0.135 ns |
cells by family after synthesis:
logic type	count (synthesis)
AOI/OAI and AO/OA	16
adders and majority gates	5
buffers and inverters	14
DFF	14
muxes	1
and+or+nand+nor	32
final timing paths:
| check | from | to | slack [ns] | cells past startpoint |
|---|---|---|---|---|
| worst max-delay path | b[1] | state[2]$_DFF_PN0_ | -0.07 | 9 |
| worst min-delay path | rst | state[1]$_DFF_PN0_ | 0.32 | 1 |
| worst max register to register | first[0]$_SDFFCE_PP1P_ | state[2]$_DFF_PN0_ | 0.30 | 4 |
| worst min register to register | state[0]$_DFF_PN1_ | state[0]$_DFF_PN1_ | 0.50 | 2 |
| max in group asynchronous | rst | state[0]$_DFF_PN1_ | 1.25 | 1 |
| min in group clk0 | state[0]$_DFF_PN1_ | state[0]$_DFF_PN1_ | 0.50 | 2 |
what timing repair did:
item                       in CTS  in global routing
pin swaps                       4                  4
buffers inserted                2                  0
resized                        17                  6
setup endpoints to repair       4                  4
per-layer routing:
metal	track usage (%)	share of wire, %	up-vias
li1	-	-	342
met3	0.409	3.8	2
met4	0.868	0.76	0
met2	5.33	42	21
met5	0	0	-
met1	5.67	54	294
report_power, final:
| part | total, W | switching, W | internal (W) |
|---|---|---|---|
| registers | 0.000670 | 0.000178 | 0.000492 |
| clock network | 0.000252 | 0.000102 | 0.000151 |
| logic | 0.000570 | 0.000204 | 0.000366 |
| total | 0.00149 | 0.000484 | 0.00101 |
state kept, by name, summed over array words and instances (netlist names):
name	flops
first	4
second	4
state	4
ld	2
area by class of cell:
| class | count | area, um2 |
|---|---|---|
| fill | 702 | 5190 |
| multi-input combinational | 54 | 419 |
| sequential | 14 | 382 |
| timing repair buffer | 30 | 283 |
| tap | 77 | 96.3 |
| inverter | 8 | 45.0 |
| clock buffer | 3 | 41.3 |
| clock inverter | 1 | 3.75 |
stage by stage:
step | cells | instance area, um2 | power [W] | worst slack [ns]
floorplan | 82 | 868 | 0.000930 | -0.145
global placement | 182 | 1190 | 0.00122 | -0.839
detailed placement | 182 | 1190 | 0.00122 | -0.871
CTS | 188 | 1260 | 0.00150 | -0.228
global route | 187 | 1270 | 0.00160 | -0.152
finish | 187 | 1270 | 0.00149 | -0.0691
placed cells by master, fill, tap and decap left out, drive strengths merged, types with 2 or more instances in the layout:
cell type	n
or2	2
o21ai	5
nor2	7
clkbuf	3
nand2	10
nand2b	3
ha	3
a21oi	2
fa	2
nor3b	2
buf	13
edfxtp	8
clkdlybuf4s50	17
inv	8
dfxtp	2
dfrtp	3
cell usage after synthesis:
master / count / share of area (%)
buf_6: 1 / 1.3
a311oi_1: 1 / 1.0
o311ai_0: 1 / 1.0
nor3b_1: 2 / 1.8
o22ai_1: 1 / 0.75
edfxtp_1: 8 / 29
clkbuf_1: 1 / 0.45
a31oi_1: 1 / 0.75
or2_2: 2 / 1.5
a21boi_0: 1 / 0.90
o211ai_1: 1 / 0.90
nand4b_1: 1 / 1.0
nand2b_1: 3 / 2.2
or3_1: 1 / 0.75
dfstp_2: 1 / 3.1
o21ai_0: 5 / 3.0
a2111oi_2: 1 / 1.8
a21oi_1: 2 / 1.2
dfxtp_1: 2 / 4.8
nand3b_1: 1 / 0.90
nand2_1: 10 / 4.5
nor2_1: 7 / 3.1
mux2i_1: 1 / 1.2
nor4b_4: 1 / 2.8
o41ai_1: 1 / 1.0
and3_1: 1 / 0.75
dfrtp_1: 3 / 9.0
or4_1: 1 / 0.90
inv_1: 8 / 3.6
buf_4: 4 / 3.6
nor3_1: 1 / 0.60
fa_1: 2 / 4.8
nand3_1: 1 / 0.60
o21bai_1: 1 / 0.90
ha_1: 3 / 4.5
critical path: stages:
cell and delay, ns:
buf_8 0.07, inv_4 0.03, fa_1 0.54, inv_2 0.04, fa_2 0.35, ha_4 0.24
nor3b_4 0.18, o21ai_1 0.09, a21oi_1 0.13
Power figures rest on the tool's default switching activity, not on a simulated workload.
